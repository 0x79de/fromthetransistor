<file path="design/flow/design.v">
module uart_tx 
	#(
		parameter TICKS_PER_BIT = 32,
		parameter TICKS_PER_BIT_SIZE = 6
	)
	(
		input i_clk,
		input i_start,
		input [7:0] i_data,
		output wire o_done,
		output wire o_busy,
		output wire o_dout
	);
	localparam	STATE_IDLE 			= 5'b00001,
				STATE_SEND_START 	= 5'b00010,
				STATE_SEND_BITS		= 5'b00100,
				STATE_SEND_STOP		= 5'b01000,
				STATE_DONE			= 5'b10000;
	reg [4:0] currentState, nextState;
	reg done_flag;
	reg busy_flag;
	reg tx_output;
	assign o_dout = tx_output;
	assign o_done = done_flag;
	assign o_busy = busy_flag;
	reg [7:0] tx_reg;
	reg [3:0] tx_bit_counter;
	reg [TICKS_PER_BIT_SIZE-1:0] ticks_counter;
	wire ticks_counter_ovf 		= (ticks_counter == TICKS_PER_BIT-1);
	wire tx_bit_counter_ovf 	= (tx_bit_counter[3]); 
	initial begin
		currentState = STATE_IDLE;
		tx_reg = 0;
		tx_bit_counter = 0;
		ticks_counter = 0;
	end
	always @(*) begin
		case(currentState)
			default: begin 
				nextState = STATE_IDLE;
				done_flag = 0;
				busy_flag = 0;
				tx_output = 1; 
			end
			STATE_IDLE: begin 
				done_flag = 0;
				busy_flag = 0;
				tx_output = 1; 
				if(i_start)
					nextState = STATE_SEND_START;
				else
					nextState = STATE_IDLE;
			end 
			STATE_SEND_START: begin 
				done_flag = 0;
				busy_flag = 1;
				tx_output = 0; 
				if(ticks_counter_ovf)
					nextState = STATE_SEND_BITS;
				else
					nextState = STATE_SEND_START;
			end 
			STATE_SEND_BITS: begin 
				done_flag = 0;
				busy_flag = 1;
				tx_output = tx_bit_counter_ovf ? 1'b1 : tx_reg[0];
				if(tx_bit_counter_ovf)
					nextState = STATE_SEND_STOP;
				else
					nextState = STATE_SEND_BITS;
			end 
			STATE_SEND_STOP: begin 
				done_flag = 0;
				busy_flag = 1;
				tx_output = 1; 
				if(ticks_counter_ovf)
					nextState = STATE_DONE;
				else
					nextState = STATE_SEND_STOP;
			end 
			STATE_DONE: begin 
				done_flag = 1;
				busy_flag = 1;
				tx_output = 1; 
				nextState = STATE_IDLE;
			end 
		endcase
	end
	always @(posedge i_clk) begin 
		currentState <= nextState;
		if (currentState == STATE_SEND_START || 
			currentState == STATE_SEND_BITS || 
			currentState == STATE_SEND_STOP) begin
			if(ticks_counter_ovf) begin
				ticks_counter <= 0;
			end	
			else 
				ticks_counter <= ticks_counter + 1;
		end
		if (currentState == STATE_SEND_BITS) begin 
			if(ticks_counter_ovf) begin
				tx_bit_counter <= tx_bit_counter + 1;
				tx_reg <= tx_reg >> 1; 
			end
		end
		if(currentState == STATE_IDLE) begin 
			if(i_start) begin 
				tx_reg <= i_data;
				tx_bit_counter <= 0;
			end
		end
	end
endmodule 
</file>
<file path="design/flow/run.sh">
#!/bin/bash
# OpenROAD 26Q1-2900-gdf79404cd8, Yosys 0.63+post, stock flow scripts
make -C /OpenROAD-flow-scripts/flow DESIGN_CONFIG=/design/flow/config.mk WORK_HOME=/design/flow/orfs finish
</file>
<file path="design/flow/config.mk">
export PLATFORM = sky130hd
export DESIGN_NAME = uart_tx
export DESIGN_NICKNAME = uart_tx
export VERILOG_FILES = /design/flow/design.v
export SDC_FILE = /design/flow/constraint.sdc
export NUM_CORES = 4
export LEC_CHECK = 1
export CORE_AREA = 10 10 107 107
export DIE_AREA = 0 0 117 117
</file>
<file path="design/flow/constraint.sdc">
current_design uart_tx

set clk_period 3.2
set clk_io_pct 0.2

create_clock -name clk0 -period $clk_period [get_ports {i_clk}]

set non_clock_inputs [all_inputs -no_clocks]
set_input_delay [expr $clk_period * $clk_io_pct] -clock clk0 $non_clock_inputs
set_output_delay [expr $clk_period * $clk_io_pct] -clock clk0 [all_outputs]
</file>
==> summary.txt <==
impl run done, here's what came out: MI comb area=522 um^2, Hold Crit Class=flop to flop, Leak=0.483 nW, Tmin final=2.50 ns, CP Max Fanout=8, total wire length=2.26 mm, pin count of the biggest net entering global routing=14, Mapped Area=1080 um^2, DRC Markers=0, Worst Skew=~0.0044 ns, # fillers=1049, placed inst area=1320 um^2, Hold EP=tx_reg[3]$_DFF_P_, RR Startpoint=ticks_counter[0]$_SDFFCE_PN0P_, Worst-path clk slew=about 0.08 ns, Via density=3.50, and+or+nand+nor area frac=0.287, Yosys Chip Area=roughly 1100 um^2, htree depth=1, Vert. Die Dim=117 um, DR iter-0 viols=around 100, post-CTS sizing=0, Synth Area per Inst=8.72 um^2, Largest register FFs=8, top cells, area=dfxtp_1, edfxtp_1, a21oi_1, Placer Congestion=approximately 0.82, P&R area growth vs syn=26.3%, FP Util=0.118, Die Wd=117 um, post-synthesis sequential area ratio=0.481, crit end category=primary output, yosys cell count=124, reg2reg end=tx_bit_counter[3]$_DFF_P_, xor/xnor share=0.0405, Syn Inst Count=124, f_max=400 MHz, most used logic cell in the final layout=nand2_1, Power per Cell Area=about 640 nW/um^2, share of cells above drive strength 1=0.0593, setup_tns=0 ns, Slew @ Worst Pin=0.545 ns, Max Root-Sink Buffers=2, overflow left after global routing=0, aoi share=0.131, drt pass-1 iters=4, IO Count=13, core area=9200 um^2, Root Buffer=clkbuf_8, min-delay src=tx_reg[3]$_DFF_P_, initial antenna violation count=0, Worst EP arrival=1.86 ns, Synth area leader=dfxtp_1, crit path DRT=2.56 ns, Slew HR=0.636, ys flops=23, Synth logic family=simple AND/OR/NAND/NOR gates, Synth Warn #=1, Area leader share=0.315, Worst R2R Path Depth=5, r2r setup slk=1.13 ns, num rows=35, MUX share of area=0, Skew-Pair Late Insertion Delay=0.26 ns, ant diodes=0, max_cap viols=0, nature of the critical path startpoint=flop, most numerous logic cells after layout=nand2_1, dfxtp_1, a21oi_1, sequential cell area=roughly 520 um^2, max-slew violations=0, OpenROAD warning count=25, CTS tree=done, Post-CTS Setup Bufs=0, post-cts hold-fix buffer tally=0, # placed instances=242, # port buffers=12, CTS buffer count=3, first-pass GRT wire length=just under 4 mm, final non-filler cell total=about 250, Die Area=13700 um^2, Final setup viols=0, number of global-route vias before repair=795, Netlist cell types=34, Period Utilization, post-route=0.781, fin area=between 1000 and 1500 um^2, Vias=861, TritonCTS Sinks=23, post-detail-place hpwl=1.72 mm, Antenna Violating Nets Remaining=0, status=finished, final reports clean, Tot GR Track Use=0.0356, WL per Instance=approximately 9 um, hold path depth=2, final hold vios=0, Max VDD drop=between 0.2 and 0.3 mV, WS Path Type=flop to primary output, Adder Area Share=0.0231, RSZ-0062 raised after global routing=no
cell families after synthesis:
kind of cell             after synthesis
AND-OR/OR-AND                         25
XOR/XNOR                               5
adder cells (fa/ha/maj)                2
buffers and inverters                  8
flip-flops                            23
AND/OR/NAND/NOR                       61
final cells by class:
cell class              instances  share of cell area
flip-flops and latches         23               0.381
well taps                     111               0.102
inverters                       1             0.00275
clock buffers                   4              0.0330
repair buffers                 14              0.0990
multi-input cells              93               0.382
worst max-delay path, stage by stage, from the launching register on:
cell and delay (ns):
dfxtp_1 0.45, xor2_1 0.21, nor2_1 0.06, a211o_1 0.27, a21oi_1 0.13, clkdlybuf4s50_1 0.49
stage by stage:
step	total power, mW	hold WS, ns	setup slack (ns)	utilization
floorplan	0.629	0.430	0.810	-
global placement	0.700	0.441	0.989	0.144
detailed placement	0.708	0.451	0.959	0.144
CTS	0.886	0.463	0.673	0.148
global route	0.951	0.490	0.513	0.148
finish	0.874	0.459	0.700	0.148
worst max-delay path by stage:
stage / startpoint / to / slack [ns] / cells after the start
6_report: currentState[2]$_DFF_P_ / o_busy / 0.70 / 5
5_1_grt: currentState[2]$_DFF_P_ / o_busy / 0.51 / 5
4_1_cts: currentState[2]$_DFF_P_ / o_busy / 0.67 / 5
metal layers:
| layer | GRT usage | up-vias | wire (um) |
|---|---|---|---|
| met5 | 0 | - | 0 |
| li1 | - | 456 | - |
| met1 | 0.0527 | 383 | 1130 |
| met3 | 0.0129 | 3 | 139 |
| met2 | 0.0491 | 19 | 949 |
| met4 | 0.00577 | 0 | 32 |
report_power, final:
part	internal, mW	switching [mW]	total (mW)
Clock	0.0887	0.0860	0.175
Combinational	0.120	0.129	0.249
Sequential	0.389	0.0614	0.450
Total	0.597	0.277	0.874
synthesized netlist by cell type:
master and number:
buf_2 2, a211o_1 1, and4_1 1, nand2b_1 1, nor3_2 1, nand2_1 19
nor2b_1 4, a31oi_2 1, edfxtp_1 6, clkbuf_1 4, o21ai_0 4, a31oi_1 1
a21oi_1 16, xnor2_1 1, buf_6 1, or4_4 1, or2_1 1, inv_1 1
nor4b_1 2, and3_1 1, nor3_1 1, xor2_1 4, o21ai_1 1, dfxtp_1 17
or4_1 1, ha_1 2, a2111oi_0 1, nand3b_1 2, nor2_1 15, nor4_1 1
and2_1 2, nand4_1 1, or3_1 3, nand3_1 4
Power and IR drop assume default switching activity.
