$ cat /design/flow/config.mk
export PLATFORM = sky130hd
export DESIGN_NAME = LEDBlink
export DESIGN_NICKNAME = LEDBlink
export VERILOG_FILES = /design/flow/design.v
export SDC_FILE = /design/flow/constraint.sdc
export NUM_CORES = 4
export LEC_CHECK = 1
export CORE_AREA = 10 10 88 88
export DIE_AREA = 0 0 98 98
$ cat /design/flow/constraint.sdc
current_design LEDBlink

set clk_period 3.2
set clk_io_pct 0.2

create_clock -name clk0 -period $clk_period [get_ports {clk}]

set non_clock_inputs [all_inputs -no_clocks]
set_input_delay [expr $clk_period * $clk_io_pct] -clock clk0 $non_clock_inputs
set_output_delay [expr $clk_period * $clk_io_pct] -clock clk0 [all_outputs]
$ cat /design/flow/design.v
module LEDBlink(
  input clk,
  output reg LED
);
reg [31:0] cnt;
always @(posedge clk) begin 
    cnt <= cnt + 1;
    LED <= cnt[22];
end
endmodule
$ cat /design/flow/run.sh
#!/bin/bash
# OpenROAD 26Q1-2900-gdf79404cd8, Yosys 0.63+post, stock flow scripts
make -C /OpenROAD-flow-scripts/flow DESIGN_CONFIG=/design/flow/config.mk WORK_HOME=/design/flow/orfs finish
==> qor.csv <==
metric,value,unit
vias,537,
fillers,628,
fin crit share,51.8,%
Wirelength per Cell,7.32,µm
Slew HR,75.0,%
# setup viols final,0,
HPWL after DPL,891,µm
clk root buf,clkbuf_8,
"Chip Area, Yosys",931,µm²
number of hold buffers added after CTS,0,
CTS Buffer Depth,2,
largest area contributor in the netlist,dfxtp_1,
largest net degree at the start of global routing,13,
post-DR vias/cell,3.27,
"Distinct cells, synth",17,
# rows,28,
Setup crit end kind,primary output,
pwr dens,435,nW/µm²
# Cells Yosys,85,
Core Area,5920,µm²
Max Slew Vio Count,0,
Final Critical Period,1.66,ns
Mapped Cells,85,
met1 Usage GRT,3.64,%
port buffer count,1,
Tool Warnings,25,
CP bufs+invs,1,
global route hottest layer,met2,
design area,1080,µm²
CTS tree,done,
vias in the first global route,526,
CTS Buf Count,3,
worst setup path class,register to primary output,
FP Util,15.7,%
ANT nets after route,0,
initial antenna violation count,0,
required time worst endpoint,2.56,ns
Area after DPL,1030,µm²
Die Y,98,µm
latest clock arrival within the worst-skew pair,0.26,ns
GRT met2 Usage,3.86,%
worst-margin pin slew,0.372,ns
Top delay family on crit path,buffers and inverters,
die area,9600,µm²
Leakage Power,0.361,nW
Sum Neg Setup Slack,0,ns
RSZ-0062 raised after global routing,false,
Post-CTS Setup Bufs,0,
synth warn,1,
CTS HTree Levels,1,
crit path cell chain,clkdlybuf4s50_1,
Hold WC Path Type,register to register,
fmax,0.604,GHz
ys flops,24,
"Avg Cell Area, Syn",11.0,µm²
clock-pin slew on the worst setup and hold paths,0.07,ns
gr ovfl total,0,
area growth from synthesis to layout,15.6,%
# DRC,0,
status,"complete, no violations",
synth top area cells,"dfxtp_1 52%, xnor2_1 13%, xor2_1 6.6%",
CP max FO,1,
layout cells sized above 1,8.99,%
clk sinks,24,
Iter 0 DRT Violations,29,
DRT Wirelength,1200,µm
FF-to-FF setup slack,1.62,ns
met3 Use GR,1.35,%
clock skew,0.00349,ns
Max-cap violations,0,
area of the mapped netlist,931,µm²
WP data arrival,1.02,ns
final hold vios,0,
post-cts resize count,0,
CP max stage delay,0.45,ns
Max-area cell share,51.6,%
Worst path slowest cell,clkdlybuf4s50_1,
IO Pins,2,
# diodes,0,
Startpoint Class,register,
GRT Total Usage,2.68,%
wire length of the first global-routing pass,2260,µm
Die W,98,µm
worst hold slack,0.373,ns
Routability Congestion,0.770,
post-synthesis sequential area ratio,51.6,%
first-pass detailed-route iteration total,4,
VDD IR-drop max,171,µV
==> registers in the layout (all words and copies together) (netlist names) <==
signal and flops:
LED 1, cnt 23
==> stage by stage <==
| step | utilization (%) | total power [mW] | instances | setup WS (ns) |
|---|---|---|---|---|
| after floorplan | - | 0.305 | 85 | 1.80 |
| after global placement | 17.5 | 0.305 | 161 | 1.69 |
| after detailed placement | 17.5 | 0.305 | 161 | 1.64 |
| after CTS | 18.2 | 0.475 | 164 | 1.52 |
| after global routing | 18.2 | 0.489 | 164 | 1.40 |
| final | 18.2 | 0.468 | 164 | 1.54 |
==> per-layer routing <==
| layer | routed length, µm | share of wire, % | up-vias |
|---|---|---|---|
| met5 | 0 | 0 | - |
| met2 | 455 | 38 | 6 |
| li1 | - | - | 295 |
| met4 | 0 | 0 | 0 |
| met3 | 76 | 6.3 | 0 |
| met1 | 668 | 56 | 236 |
==> cells in the mapped netlist <==
library cell,number
dfxtp_1,24
xnor2_1,14
nand3_1,8
nand2_1,7
xor2_1,7
nand4_1,6
nor2_1,6
inv_1,3
nor4_4,2
and2_1,1
and2b_1,1
and3_1,1
ha_1,1
nand3_4,1
nand4_4,1
nor3_1,1
nor3_2,1
==> cell type report <==
cell class              instances  area [µm²]  share of cell area, %
clock buffers                   3        41.3                   3.84
multi-input cells              58         439                   40.8
inverters                       3        11.3                   1.05
well taps                      75        93.8                   8.72
repair buffers                  1        10.0                  0.930
flip-flops and latches         24         480                   44.7
==> layout by cell type, fill, tap and decap left out <==
cell / count
clkbuf_8: 3
xnor2_1: 14
xor2_1: 7
nand3_4: 1
nand4_4: 1
nor3_2: 1
nor3_1: 1
nand3_1: 8
dfxtp_1: 24
ha_1: 1
nand2_1: 7
nor4_4: 2
nor2_1: 6
and2_1: 1
clkdlybuf4s50_1: 1
and2b_1: 1
inv_1: 3
nand4_1: 6
and3_1: 1
==> path summary, 6_finish.rpt <==
kind	start	end	cells after the start
hold / removal	cnt[22]	LED	0
hold reg to reg	cnt[22]	LED	0
setup reg to reg	cnt[0]	cnt[22]	5
setup / recovery	LED	LED	1
==> kinds of logic (layout without fill, tap and decap cells) <==
kind of cell	after synthesis	after routing	share of synthesized area, %
xor+xnor	21	21	19.8
fa+ha+maj	1	1	1.34
buf+inv	3	7	1.21
flops	24	24	51.6
simple gates	36	36	26.1
==> power by group <==
| part | total [mW] | internal, mW | switching [mW] |
|---|---|---|---|
| Combinational | 0.000000146 | 0 | 0 |
| Sequential | 0.298 | 0.298 | 0 |
| Clock | 0.170 | 0.0839 | 0.0863 |
| Total | 0.468 | 0.382 | 0.0863 |
Power is estimated from default activity; no workload was simulated.
