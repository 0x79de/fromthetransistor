==> /design/flow/design.v <==
module uart_rx 
	#(
		parameter TICKS_PER_BIT = 32,
		parameter TICKS_PER_BIT_SIZE = 6
	)
	(
		input i_clk,
		input i_enable,
		input i_din,
		output [7:0] o_rxdata,
		output reg o_recvdata,
		output reg o_busy
	);
	localparam TICKS_TO_BIT		= TICKS_PER_BIT-1;
	localparam TICKS_TO_MIDLE	= TICKS_TO_BIT/2;
	reg [7:0] rx_data;
	assign o_rxdata = rx_data;
	reg din_buff;
	wire din_negedge_signal = ~i_din & din_buff;
	reg [3:0] bit_counter;
	reg [TICKS_PER_BIT_SIZE-1:0] bit_ticks_counter;
	reg [TICKS_PER_BIT_SIZE-1:0] bit_ticks_comparator;
	wire bit_ticks_ovf_signal			= (bit_ticks_counter == bit_ticks_comparator);
	wire bit_counter_ovf_signal 		= (bit_counter[3]); 
	initial begin
		currentState = STATE_IDLE;
		bit_ticks_counter = 0;
		bit_counter = 0;
		din_buff = 1;
		rx_data = 0;
	end
	localparam	STATE_IDLE			= 5'b00001,
				STATE_RECEIVE_START	= 5'b00010,
				STATE_RECEIVE_DATA	= 5'b00100,
				STATE_RECEIVE_STOP	= 5'b01000,
				STATE_DONE			= 5'b10000;
	reg [4:0] currentState, nextState;
	always@(*) begin
		case (currentState)
			default: begin
				nextState = STATE_IDLE;
				o_recvdata = 0;
				o_busy = 0;
				bit_ticks_comparator = TICKS_TO_MIDLE;
			end
			STATE_IDLE: begin 
				o_recvdata = 0;
				o_busy = 0;
				bit_ticks_comparator = TICKS_TO_MIDLE;
				if(i_enable)
					if(din_negedge_signal)
						nextState = STATE_RECEIVE_START;
					else 
						nextState = STATE_IDLE;
				else
					nextState = STATE_IDLE;
			end 
			STATE_RECEIVE_START: begin
				o_recvdata = 0;
				o_busy = 1;
				bit_ticks_comparator = TICKS_TO_MIDLE;
				if(bit_ticks_ovf_signal) begin 
					if(!din_buff)
						nextState = STATE_RECEIVE_DATA;
					else
						nextState = STATE_IDLE;
				end 
				else
					nextState = STATE_RECEIVE_START;
			end 
			STATE_RECEIVE_DATA: begin 
				o_recvdata = 0;
				o_busy = 1;
				bit_ticks_comparator = TICKS_TO_BIT;
				if(bit_counter_ovf_signal)
					nextState = STATE_RECEIVE_STOP;
				else
					nextState = STATE_RECEIVE_DATA;
			end 
			STATE_RECEIVE_STOP: begin
				o_recvdata = 0;
				o_busy = 1;
				bit_ticks_comparator = TICKS_TO_BIT;
				if(bit_ticks_ovf_signal)
					nextState = STATE_DONE;
				else
					nextState = STATE_RECEIVE_STOP;
			end 
			STATE_DONE: begin 
				o_recvdata = 1;
				o_busy = 1;
				bit_ticks_comparator = TICKS_TO_BIT;
				nextState = STATE_IDLE;
			end 
		endcase
	end
	always @(posedge i_clk) begin 
		currentState <= nextState;
		din_buff <= i_din;
		if(currentState == STATE_IDLE) begin 
			bit_ticks_counter <= 0;
			bit_counter <= 0;
		end
		if(	currentState == STATE_RECEIVE_START || 
			currentState == STATE_RECEIVE_DATA	||
			currentState == STATE_RECEIVE_STOP) begin 
			if(bit_ticks_ovf_signal)
				bit_ticks_counter <= 0;
			else
				bit_ticks_counter <= bit_ticks_counter + 1;
		end
		if(currentState == STATE_RECEIVE_DATA) begin 
			if(bit_ticks_ovf_signal) begin
				bit_counter <= bit_counter + 1;
				rx_data <= rx_data[7:1]; 
				rx_data[7] <= din_buff;
			end
		end
	end
endmodule 
==> /design/flow/run.sh <==
#!/bin/bash
# OpenROAD 26Q1-2900-gdf79404cd8, Yosys 0.63+post, stock flow scripts
make -C /OpenROAD-flow-scripts/flow DESIGN_CONFIG=/design/flow/config.mk WORK_HOME=/design/flow/orfs finish
==> /design/flow/config.mk <==
export PLATFORM = sky130hd
export DESIGN_NAME = uart_rx
export DESIGN_NICKNAME = uart_rx
export VERILOG_FILES = /design/flow/design.v
export SDC_FILE = /design/flow/constraint.sdc
export NUM_CORES = 4
export LEC_CHECK = 1
export CORE_AREA = 10 10 86 86
export DIE_AREA = 0 0 96 96
==> /design/flow/constraint.sdc <==
current_design uart_rx

set clk_period 3.7
set clk_io_pct 0.2

create_clock -name clk0 -period $clk_period [get_ports {i_clk}]

set non_clock_inputs [all_inputs -no_clocks]
set_input_delay [expr $clk_period * $clk_io_pct] -clock clk0 $non_clock_inputs
set_output_delay [expr $clk_period * $clk_io_pct] -clock clk0 [all_outputs]
==> results_slide.txt <==
Physical Implementation Snapshot

Yosys
  – Syn_area_per_cell: about 12 um^2
  – Post-synthesis instance total: approximately 93
  – Top cells by area: edfxtp_1 (38%), dfxtp_1 (18%), nand3_1 (3.2%), nor2_1 (2.4%), xor2_1 (2.4%)
  – Top cells by count: edfxtp_1 (14), dfxtp_1 (10), nand3_1 (7), nor2_1 (7), nand2_1 (6)
  – Largest area contributor in the netlist: edfxtp_1
  – Yosys Chip Area: about 0.0011 mm^2
  – Synth Cell Area: 0.001100 mm^2
  – Asr flop ratio synth: 0%
  – Most common cell in the netlist: edfxtp_1
  – # Cells Yosys: just over 90
  – Dominant cell area share: a little under two fifths
  – Synthesized registers: 24
  – Seq share, synth: between 50 and 60%
  – Distinct lib cells: 34
  – Yosys Warn Count: 1
  – Flip-flops with a built-in enable: 14
  – Main synth FF type: edfxtp_1

Critical path
  – Crit path DRT: between 2 and 3 ns
  – Startpoint types: flip-flop
  – Critical Path Sink Type: output port
  – Max Fanout on Critical Path: 9
  – Capturing point of the worst reg2reg path: bit_ticks_counter[4]
  – R2R Path Start: bit_ticks_counter[0]
  – R2R depth: 5
  – R2r setup slk: around 1.9 ns
  – Critical Path AT: between 1.5 and 2 ns
  – Critical path class: reg -> out

STA
  – Slew HR: between 70 and 80%
  – RSZ-0062 raised after global routing: false
  – Slew of the pin with the lowest slew margin: 0.4293 ns
  – Setup TNS: 0 ns
  – Setup ws final: between 1 and 1.5 ns
  – F_max: a little under 400 MHz
  – Final setup vio count: 0
  – Worst Skew: 0.001635 ns
  – Period minus WS final: approximately 2.6 ns
  – Tcrit/Tclk final: a little over two thirds
  – Final hold vios: 0
  – Max-slew violation count: 0

Flow run
  – Max-cap violations: 0
  – Total tool warning count: 25

Routing
  – 1st-pass router iterations: 4
  – WL per Instance: around 11 um
  – Drt first-iter violations: about 47
  – Via count: between 700 and 800
  – Routed wire length: 1943 um
  – Antenna diodes: 0
  – ANT nets after route: 0
  – Vias/cell: ~4
  – Remaining routing DRC violations: 0

Place
  – Dpl hpwl: approximately 1400 um
  – Dpl cells: 174
  – Placer Congestion: 0.8317
  – I/O Buffers: 12
  – Dpl cell area: roughly 0.0013 mm^2
  – Pre-CTS setup slack: ~1.4 ns

Worst hold path
  – Hold Path Class: reg -> reg
  – Hold depth: 0
  – HP Start: rx_data[5]
  – Hold endpoint: rx_data[4]

Floorplan
  – # IOs: 13
  – Horiz. Die Dim: roughly 96 um
  – Core area: 0.005540 mm^2
  – Die Y: 96 um
  – Num rows: 27
  – Die Area: 0.009216 mm^2
  – Init Core Util: between 10% and 20%

Pwr
  – Int Pwr: 0.4435 mW
  – Combinational cell fraction of total power: slightly below 4%
  – Leak: about 0.47 nW
  – NetSw: 0.1039 mW
  – P per Cell Area: ~400 mW/mm^2
  – Reg power frac: 54.4%
  – Clk pwr share: 41.6%
  – Maximum VDD drop: roughly 0.00010 V
  – Switching Share: a little under a fifth

Cells and area
  – Finished Core Util: around 25%
  – Post-route cell area: around 0.0014 mm^2
  – Fin cells: 178
  – Layout area overhead: 24.23%
  – Layout cells sized above 1: 13.21%

Global routing
  – Initial antenna violation count: 0
  – Total congestion overflow: 0
  – GR Util All Layers: ~4.0%
  – First-pass GRT wire length: 3029 um
  – Vias in the first global route: approximately 640
  – Largest net degree at the start of global routing: 15

Clocking
  – CTS clk-pin slew, worst paths: approximately 0.08 ns
  – CTS tree: yes
  – H-tree depth: 1
  – Cts repair resizes: 0
  – Number of hold buffers added after CTS: 0
  – Clock sinks: 24
  – Longest Clk Path Bufs: 2
  – CTS root buf: clkbuf_8
  – Clk Latency, worst-skew pair: around 0.26 ns
  – Setup bufs post-CTS: 0
  – Total CTS buffers: 3

Outcome
  – Status: finished, final reports clean
[worst max-delay path, stage by stage (launching register included)]
cell	delay, ns
dfxtp_1	0.47
xor2_1	0.27
o211ai_2	0.23
nand2b_1	0.13
clkdlybuf4s50_1	0.46
[worst max path at each step]
stage                    from      to  slack (ns)
finish        currentState[2]  o_busy        1.13
global route  currentState[2]  o_busy        1.02
CTS           currentState[2]  o_busy        1.11
[cell families (layout without fill, tap and decap cells)]
logic type      count (synthesis)  in the layout  synth area share (%)
compound gates                 12             12                 8.760
mux                             1              1                 1.251
buf+inv                         6             19                 2.389
xor+xnor                        5              5                 3.983
fa+ha+maj                       2              2                 2.275
flops                          24             24                 56.43
simple gates                   43             43                 24.92
[power groups by stage]
stage	Sequential, mW	Combinational (mW)	Clock (mW)
after global routing	0.300	0.0231	0.244
final	0.298	0.0214	0.228
after CTS	0.298	0.0213	0.237
[area by class of cell]
type	instances	area, um^2
Clock inverter	1	30.03
Multi-Input combinational cell	63	452.9
Inverter	3	11.26
Tap cell	72	90.09
Timing Repair Buffer	12	120.1
Sequential cell	24	620.6
Fill cell	592	4174
Clock buffer	3	41.29
[state kept, by name (all words and copies together) (netlist names)]
signal / flops
rx_data: 8
bit_ticks_counter: 6
currentState: 5
bit_counter: 4
din_buff: 1
[layout by cell type (no fill, tap or decap)]
cell,instances
a211o_1,2
a21oi_1,1
a22oi_2,1
and2_2,1
and2_4,1
and2b_1,1
and4b_1,1
bufinv_16,1
clkbuf_8,3
clkdlybuf4s50_1,12
dfxtp_1,10
edfxtp_1,14
ha_1,2
inv_1,3
mux2i_2,1
nand2_1,6
nand2b_1,3
nand3_1,7
nand3b_1,1
nand4_4,1
nor2_1,7
nor3_1,5
nor3_4,1
nor3b_1,2
nor3b_2,1
nor4_2,1
nor4b_1,1
o211ai_2,1
o21ai_0,3
o31ai_1,1
o32ai_1,1
o41ai_1,2
or2_2,1
or3_1,2
xnor2_1,2
xor2_1,3
[stage by stage]
step           total power, mW  hold slack (ns)
5_1_grt                 0.5664           0.4625
3_5_place_dp            0.3256           0.4328
3_3_place_gp            0.3252           0.4313
6_report                0.5474           0.4523
2_1_floorplan           0.3179           0.4003
4_1_cts                 0.5560           0.4544
[per-layer routing]
metal	part of all wire, %	GRT usage [%]	up-vias
li1	-	-	368
met1	52	5.950	326
met2	41	5.605	9
met3	4.8	0.9434	2
met4	2.5	1.351	0
met5	0	0	-
Power and IR drop assume default switching activity.
